==> flow/design.v <==
module debounce (
    input clk,
    input btn_in,      
    output reg state   
);
    reg [19:0] count;
    reg last_btn;
    always @(posedge clk) begin
        if (btn_in == last_btn) begin
            if (count < 20'd999_999) count <= count + 1;
            else state <= ~btn_in;  
        end else begin
            count <= 0;
            last_btn <= btn_in;
        end
    end
endmodule
module lfsr (
    input clk,
    output reg [15:0] random_out
);
    always @(posedge clk) begin
        if (random_out == 0) 
            random_out <= 16'hACE1;
        else begin
            random_out <= {random_out[14:0], 
                           random_out[15] ^ random_out[13] ^ random_out[12] ^ random_out[10]};
        end
    end
endmodule
module matrix_driver (
    input clk,
    input [7:0] pixels_left,
    input [7:0] pixels_right,
    output reg [2:0] current_row,
    output reg [7:0] rows,       
    output reg [7:0] cols_left,  
    output reg [7:0] cols_right  
);
    reg [16:0] scan_timer;
    always @(posedge clk) begin
        scan_timer <= scan_timer + 1;
        if (scan_timer == 0) begin
            current_row <= current_row + 1;
        end
    end
    always @(*) begin
        case (current_row)
            3'd0: rows = 8'b11111110; 
            3'd1: rows = 8'b11111101;
            3'd2: rows = 8'b11111011;
            3'd3: rows = 8'b11110111;
            3'd4: rows = 8'b11101111;
            3'd5: rows = 8'b11011111;
            3'd6: rows = 8'b10111111;
            3'd7: rows = 8'b01111111;
            default: rows = 8'b11111111;
        endcase
        cols_left  = pixels_left;
        cols_right = pixels_right;
    end
endmodule
module seven_seg_decoder (
    input [3:0] num,
    output reg [6:0] seg  
);
    always @(*) begin
        case (num)
            4'd0: seg = 7'b1000000;
            4'd1: seg = 7'b1111001;
            4'd2: seg = 7'b0100100;
            4'd3: seg = 7'b0110000;
            4'd4: seg = 7'b0011001;
            4'd5: seg = 7'b0010010;
            4'd6: seg = 7'b0000010;
            4'd7: seg = 7'b1111000;
            4'd8: seg = 7'b0000000;
            4'd9: seg = 7'b0010000;
            default: seg = 7'b1111111; 
        endcase
    end
endmodule
module slot_machine_controller (
    input clk,
    input btn_spin,      
    input btn_reset,     
    input cheat_mode,    
    input [2:0] sw_bet,  
    input [15:0] random_seed, 
    output reg [2:0] symbol_left,
    output reg [2:0] symbol_right,
    output reg [9:0] leds,
    output wire [9:0] current_credits, 
    output wire [3:0] current_bet      
);
	 localparam START_CREDITS = 12'd100; 
    localparam MULT_SEVEN    = 20;
    localparam MULT_CHERRY   = 5;
    localparam MULT_BAR      = 2;
    localparam MULT_QUEST    = 1;
    localparam STATE_IDLE = 2'd0;
    localparam STATE_SPIN = 2'd1;
    localparam STATE_WIN  = 2'd2; 
    localparam TIME_STOP_LEFT  = 28'd100_000_000; 
    localparam TIME_STOP_RIGHT = 28'd150_000_000; 
    localparam TIME_FLASH_SPD  = 28'd12_500_000; 
    reg [1:0] state;
    reg [27:0] spin_timer;      
    reg [25:0] animation_speed;
    reg [25:0] led_timer;       
    reg prev_spin, prev_reset;
    wire start_spin = (btn_spin && !prev_spin);
    wire do_reset   = (btn_reset && !prev_reset);
    reg [2:0] target_left;
    reg [2:0] target_right;
    reg [3:0] flash_count;
    reg [11:0] balance; 
    reg [3:0] active_bet; 
    assign current_credits = balance[9:0];
    assign current_bet = {1'b0, sw_bet} + 4'd1;
    initial begin
        balance = START_CREDITS;
    end
    always @(posedge clk) begin
        prev_spin  <= btn_spin;
        prev_reset <= btn_reset;
        if (do_reset) begin
            balance <= START_CREDITS; 
            state <= STATE_IDLE;
            leds <= 10'b0;
        end 
        else case (state)
            STATE_IDLE: begin
                leds <= 10'b0; 
                if (start_spin) begin
                    if (balance >= current_bet) begin
                        active_bet <= current_bet;       
                        balance <= balance - current_bet; 
                        state <= STATE_SPIN;
                        spin_timer <= 0;
                        animation_speed <= 0;
                        led_timer <= 0;
                        leds <= 10'b1000000000; 
                        target_left <= random_seed[1:0]; 
                        if (cheat_mode) target_right <= random_seed[1:0]; 
                        else target_right <= random_seed[3:2]; 
                    end
                end
            end
            STATE_SPIN: begin
                spin_timer <= spin_timer + 1;
                if (animation_speed < 26'd5_000_000) animation_speed <= animation_speed + 1;
                else begin
                    animation_speed <= 0;
                    if (spin_timer < TIME_STOP_LEFT) 
                        if (symbol_left >= 3'd3) symbol_left <= 0; else symbol_left <= symbol_left + 1;
                    if (spin_timer < TIME_STOP_RIGHT) 
                        if (symbol_right >= 3'd3) symbol_right <= 0; else symbol_right <= symbol_right + 1;
                end
                if (led_timer < 26'd2_500_000) led_timer <= led_timer + 1;
                else begin
                    led_timer <= 0;
                    leds <= {leds[0], leds[9:1]}; 
                end
                if (spin_timer == TIME_STOP_LEFT) symbol_left <= target_left;
                if (spin_timer >= TIME_STOP_RIGHT) begin
                    symbol_right <= target_right;
                    if (target_left == target_right) begin
                        state <= STATE_WIN;
                        spin_timer <= 0;
                        flash_count <= 0;
                        leds <= 10'b1111111111; 
                    end else begin
                        state <= STATE_IDLE; 
                    end
                end
            end
            STATE_WIN: begin
                spin_timer <= spin_timer + 1;
                if (spin_timer >= TIME_FLASH_SPD) begin
                    spin_timer <= 0;
                    leds <= ~leds; 
                    if (leds[0] == 1'b1) begin 
                        if (flash_count < 3) begin
                            flash_count <= flash_count + 1;
                        end else begin
                            state <= STATE_IDLE;
                            case (target_left)
                                3'd0: begin  
                                    if ((balance + (active_bet * MULT_SEVEN)) > 12'd999) balance <= 12'd999;
                                    else balance <= balance + (active_bet * MULT_SEVEN);
                                end
                                3'd1: begin  
                                    if ((balance + (active_bet * MULT_CHERRY)) > 12'd999) balance <= 12'd999;
                                    else balance <= balance + (active_bet * MULT_CHERRY);
                                end
                                3'd2: begin  
                                    if ((balance + (active_bet * MULT_BAR)) > 12'd999) balance <= 12'd999;
                                    else balance <= balance + (active_bet * MULT_BAR);
                                end
                                3'd3: begin  
                                    if ((balance + (active_bet * MULT_QUEST)) > 12'd999) balance <= 12'd999;
                                    else balance <= balance + (active_bet * MULT_QUEST);
                                end
                                default: balance <= balance;
                            endcase
                        end
                    end
                end
            end
        endcase
    end
endmodule
module slot_machine_v2 (
    input MAX10_CLK1_50,
    input KEY0,  
    input KEY1,  
    input SW0, SW1, SW2,  
    input SW9,            
    output LEDR0, LEDR1, LEDR2, LEDR3, LEDR4, LEDR5, LEDR6, LEDR7, LEDR8, LEDR9,
    output HEX00, HEX01, HEX02, HEX03, HEX04, HEX05, HEX06, 
    output HEX30, HEX31, HEX32, HEX33, HEX34, HEX35, HEX36, 
    output HEX40, HEX41, HEX42, HEX43, HEX44, HEX45, HEX46, 
    output HEX50, HEX51, HEX52, HEX53, HEX54, HEX55, HEX56, 
    output DMR0, DMR1, DMR2, DMR3, DMR4, DMR5, DMR6, DMR7,
    output DMC10, DMC11, DMC12, DMC13, DMC14, DMC15, DMC16, DMC17,
    output DMC00, DMC01, DMC02, DMC03, DMC04, DMC05, DMC06, DMC07
);
    wire btn_spin_clean;
    wire btn_reset_clean;
    wire [2:0] idx_L, idx_R;
    wire [7:0] pixels_L, pixels_R;
    wire [2:0] row_scan_idx;
    wire [15:0] rng_value;
    wire [9:0] led_wires;
    wire [9:0] credits_wire;
    wire [3:0] bet_wire;
    debounce db_spin  (.clk(MAX10_CLK1_50), .btn_in(KEY0), .state(btn_spin_clean));
    debounce db_reset (.clk(MAX10_CLK1_50), .btn_in(KEY1), .state(btn_reset_clean));
    lfsr rng_inst (.clk(MAX10_CLK1_50), .random_out(rng_value));
    slot_machine_controller logic_inst (
        .clk(MAX10_CLK1_50),
        .btn_spin(btn_spin_clean),
        .btn_reset(btn_reset_clean),
        .cheat_mode(SW9),             
        .sw_bet({SW2, SW1, SW0}), 
        .random_seed(rng_value), 
        .symbol_left(idx_L),  
        .symbol_right(idx_R),
        .leds(led_wires),
        .current_credits(credits_wire),
        .current_bet(bet_wire)
    );
    wire [6:0] hex0_out, hex3_out, hex4_out, hex5_out;
    seven_seg_decoder hex0_dec (.num(bet_wire), .seg(hex0_out));
    seven_seg_decoder hex3_dec (.num(credits_wire % 10), .seg(hex3_out));
    seven_seg_decoder hex4_dec (.num((credits_wire / 10) % 10), .seg(hex4_out));
    seven_seg_decoder hex5_dec (.num((credits_wire / 100) % 10), .seg(hex5_out));
    assign HEX00=hex0_out[0]; assign HEX01=hex0_out[1]; assign HEX02=hex0_out[2]; assign HEX03=hex0_out[3]; assign HEX04=hex0_out[4]; assign HEX05=hex0_out[5]; assign HEX06=hex0_out[6];
    assign HEX30=hex3_out[0]; assign HEX31=hex3_out[1]; assign HEX32=hex3_out[2]; assign HEX33=hex3_out[3]; assign HEX34=hex3_out[4]; assign HEX35=hex3_out[5]; assign HEX36=hex3_out[6];
    assign HEX40=hex4_out[0]; assign HEX41=hex4_out[1]; assign HEX42=hex4_out[2]; assign HEX43=hex4_out[3]; assign HEX44=hex4_out[4]; assign HEX45=hex4_out[5]; assign HEX46=hex4_out[6];
    assign HEX50=hex5_out[0]; assign HEX51=hex5_out[1]; assign HEX52=hex5_out[2]; assign HEX53=hex5_out[3]; assign HEX54=hex5_out[4]; assign HEX55=hex5_out[5]; assign HEX56=hex5_out[6];
    assign LEDR0 = led_wires[0]; assign LEDR1 = led_wires[1]; assign LEDR2 = led_wires[2]; assign LEDR3 = led_wires[3]; assign LEDR4 = led_wires[4];
    assign LEDR5 = led_wires[5]; assign LEDR6 = led_wires[6]; assign LEDR7 = led_wires[7]; assign LEDR8 = led_wires[8]; assign LEDR9 = led_wires[9];
    symbol_rom rom_left  (.symbol_id(idx_L), .row_idx(row_scan_idx), .pixels(pixels_L));
    symbol_rom rom_right (.symbol_id(idx_R), .row_idx(row_scan_idx), .pixels(pixels_R));
    matrix_driver driver_inst (
        .clk(MAX10_CLK1_50),
        .pixels_left(pixels_L), .pixels_right(pixels_R), .current_row(row_scan_idx),
        .rows({DMR7, DMR6, DMR5, DMR4, DMR3, DMR2, DMR1, DMR0}),
        .cols_left({DMC17, DMC16, DMC15, DMC14, DMC13, DMC12, DMC11, DMC10}),
        .cols_right({DMC07, DMC06, DMC05, DMC04, DMC03, DMC02, DMC01, DMC00})
    );
endmodule
module symbol_rom (
    input [2:0] symbol_id,
    input [2:0] row_idx,
    output reg [7:0] pixels
);
    always @(*) begin
        case (symbol_id)
            3'd0: begin
                 case (row_idx)
                    3'd0: pixels = 8'b00110000; 
                    3'd1: pixels = 8'b00110000; 
                    3'd2: pixels = 8'b00110000; 
                    3'd3: pixels = 8'b00011000; 
                    3'd4: pixels = 8'b00001100; 
                    3'd5: pixels = 8'b00000110; 
                    3'd6: pixels = 8'b01111110; 
                    3'd7: pixels = 8'b01111110; 
                endcase
            end
            3'd1: begin
                case (row_idx)
                    3'd0: pixels = 8'b00011000; 
                    3'd1: pixels = 8'b00111100; 
                    3'd2: pixels = 8'b00111100; 
                    3'd3: pixels = 8'b00011000; 
                    3'd4: pixels = 8'b00001000; 
                    3'd5: pixels = 8'b00000100; 
                    3'd6: pixels = 8'b00000010; 
                    3'd7: pixels = 8'b00001100; 
                endcase
            end
            3'd2: begin
                case (row_idx)
                    3'd0: pixels = 8'b00000000; 
                    3'd1: pixels = 8'b01111110; 
                    3'd2: pixels = 8'b01111110; 
                    3'd3: pixels = 8'b00000000; 
                    3'd4: pixels = 8'b00000000; 
                    3'd5: pixels = 8'b01111110; 
                    3'd6: pixels = 8'b01111110; 
                    3'd7: pixels = 8'b00000000;
                endcase
            end
            3'd3: begin
                 case (row_idx)
                    3'd0: pixels = 8'b00011000; 
                    3'd1: pixels = 8'b00000000;
                    3'd2: pixels = 8'b00011000; 
                    3'd3: pixels = 8'b00011100; 
                    3'd4: pixels = 8'b00001110; 
                    3'd5: pixels = 8'b01100110; 
                    3'd6: pixels = 8'b01111110; 
                    3'd7: pixels = 8'b00111100; 
                endcase
            end
            default: pixels = 8'b00000000;
        endcase
    end
endmodule
==> flow/run.sh <==
#!/bin/bash
# OpenROAD 26Q1-2900-gdf79404cd8, Yosys 0.63+post, stock flow scripts
make -C /OpenROAD-flow-scripts/flow DESIGN_CONFIG=/design/flow/config.mk WORK_HOME=/design/flow/orfs finish
==> flow/config.mk <==
export PLATFORM = sky130hd
export DESIGN_NAME = slot_machine_v2
export DESIGN_NICKNAME = slot_machine_v2
export VERILOG_FILES = /design/flow/design.v
export SDC_FILE = /design/flow/constraint.sdc
export NUM_CORES = 4
export LEC_CHECK = 1
export CORE_UTILIZATION = 40
==> flow/constraint.sdc <==
current_design slot_machine_v2

set clk_period 12.3
set clk_io_pct 0.2

create_clock -name clk0 -period $clk_period [get_ports {MAX10_CLK1_50}]

set non_clock_inputs [all_inputs -no_clocks]
set_input_delay [expr $clk_period * $clk_io_pct] -clock clk0 $non_clock_inputs
set_output_delay [expr $clk_period * $clk_io_pct] -clock clk0 [all_outputs]
==> run summary <==
Vias/cell - 5.415
Top cell area share - 20.28%
DRT Wirelength - 35.38 mm
Post-synthesis sequential area ratio - 36.37%
Die Wd - 199.2 um
Count of library flops with an enable pin - 105
Unique masters post-synth - 101
Cycle use final - 93.98%
Tool Warnings - 55
First-pass DRT Iterations - 6
Grt ovf - 0
Cell repeated most along the worst path - ha_1
Mapped Cells - 1824
Slew Limit Fails - 0
Combinational share of power - 23.7%
Top cells by area - edfxtp_1 (20%), dfxtp_1 (16%), ha_1 (6.7%), nor2_1 (5.7%), xor2_1 (4.9%)
Cell taking the most area after synthesis - edfxtp_1
Drt drc - 0
Final min period - 11.56 ns
Insertion delay to the later sink of the worst-skew pair - 0.53 ns
Ys flops - 230
Int Power - 1.534 mW
Post-cts hold buffer count - 0
Least-Margin Pin Slew - 0.8712 ns
Post-Syn Area - 15550 sq um
Yosys chip area - 15550 sq um
Synth Area per Inst - 8.524 sq um
Slew HR - 41.39%
Root Driver - clkbuf_16
Outcome - completed
Antenna Violating Nets Remaining - 0
Async SR Flop Fraction - 0%
PD cells - 119.9 nW/um^2
Reg power frac - 38.3%
Number of port buffers - 64
RSZ-0062 raised after global routing - no
Leak - 6.523 nW
Kind of end point of the critical path - output pin
Core area - 37930 sq um
Switching power - 582.2 uW
Fin util - 46.52%
Drt initial violations - 743
Largest net degree at the start of global routing - 53
CTS sink count - 230
Max-capacitance violation count - 0
Synthesis-to-layout area growth - 13.48%
WL per Instance - 14.74 um
Io pins - 69
Setup TNS - 0 ns
Worst path arrival time - 9.10 ns
# diodes - 0
TritonCTS Buffers - 26
VDD IR max - 0.0001273 V
H-tree levels - 1
CTS tree - yes
All-layer global routing usage - 18.62%
Hold path cells - 0
Die Height - 199.2 um
Worst min path class - register to register
CP peak stage delay - 0.51 ns
Tot Pwr - 2.116 mW
Main flop type after synthesis - dfxtp_1
Fill cells - 3535
Initial core utilization - 40.99%
FF-to-FF path depth - 19
Vias in the first global route - 12060
# setup viols final - 0
Initial antenna violation count - 0
First-pass GRT wire length - 58.95 mm
# Cells Yosys - 1824
Final hold violations - 0
Clock buffer depth - 3
Clk_skew - 0.01965 ns
Fraction of layout cells with a size suffix above 1 - 6.194%
WP data required - 9.84 ns
Via count - 13000
Gpl congestion - 0.9007
Post-route cell area - 17640 sq um
Clock Power Share - 37.9%
CP max FO - 26
Peak Freq - 86.51 MHz
Die ar. - 39660 sq um
Yosys warning total - 9
Pre-CTS setup slack - 0.8896 ns
Placed Area - 16710 sq um
Switching share of power - 27.51%
CP startpoint kind - register
Rows - 71
CP Class - register to output pin
Final HPWL DP - 25.49 mm
CTS clk-pin slew, worst paths - 0.06 ns
Final WS setup - 0.7404 ns
Slowest stage cell, crit path - a2111oi_4
cells by family after synthesis:
logic type,share of synthesized area [%]
adders and majority gates,7.588
xor gates and xnor gates,9.455
AOI/OAI and AO/OA,18.61
DFF,36.37
muxes,1.207
other,0.02412
buffers and inverters,4.579
and+or+nand+nor,22.16
placed cells by master, fill, tap and decap left out, types with 7 or more instances in the layout:
cell,synthesis,layout
conb_1,1,11
o21ai_0,92,92
nand3_1,74,74
nand4_1,39,39
nand2_1,159,159
mux2i_1,14,14
o21ai_1,11,11
nand2b_1,26,26
buf_4,5,29
nor3_1,45,45
xor2_1,87,87
or3_1,12,12
and4_1,7,7
a31oi_1,12,12
a221oi_1,15,15
o31ai_1,8,8
ha_1,83,83
a221o_1,8,8
xnor2_1,79,79
a21o_1,19,19
o211ai_1,8,8
a222oi_1,10,10
nor2b_1,16,16
and3_1,25,25
edfxtp_1,105,105
a211o_1,8,8
and2_1,14,14
inv_1,85,85
a211oi_1,16,15
clkdlybuf4s50_1,0,64
o21bai_1,11,11
clkbuf_16,0,29
nor2_1,238,236
a22oi_1,13,13
a21oi_1,94,94
o21a_1,12,12
nor4_1,26,26
dfxtp_1,125,125
cell usage after synthesis (all sizes together), types with 10 or more instances:
library cell and n:
nor2 238, nand2 161, dfxtp 125, edfxtp 105
o21ai 103, a21oi 97, inv 87, xor2 87
ha 83, xnor2 80, nand3 74, clkbuf 69
nor3 46, nand4 39, nand2b 26, nor4 26
and3 25, a21o 20, a211oi 18, buf 17
a221oi 16, and2 16, nor2b 16, mux2i 15
a22oi 13, or3 13, a31oi 12, o21a 12
o21bai 12, o211ai 11, or2 11, a222oi 10
o31ai 10
critical path, delay by kind of cell (launching register included):
family | cells | cell delay, ns
AND-OR/OR-AND | 17 | 4.40
buffers and inverters | 3 | 0.77
adder cells (fa/ha/maj) | 3 | 1.05
XOR/XNOR | 2 | 0.41
AND/OR/NAND/NOR | 7 | 1.63
flip-flops | 1 | 0.30
final cells by class:
| class | instances | area (sq um) | area share, % |
|---|---|---|---|
| clock inverters | 13 | 140.1 | 0.7942 |
| well taps | 511 | 639.4 | 3.624 |
| repair buffers | 93 | 858.3 | 4.865 |
| clock buffers | 35 | 768.2 | 4.354 |
| inverters | 92 | 349.1 | 1.978 |
| flip-flops and latches | 230 | 5655 | 32.05 |
| multi-input cells | 1426 | 9234 | 52.33 |
layer usage:
layer / global-route usage [%] / vias to the layer above / wire (um)
met3: 2.996 / 39 / 1755
met5: 0 / - / 0
met2: 29.05 / 250 / 16010
met4: 2.735 / 0 / 517
met1: 28.67 / 6038 / 17090
li1: - / 6668 / -
worst paths after layout:
| kind | from | end | slack [ns] |
|---|---|---|---|
| worst min-delay path | rng_inst.random_out[7] | rng_inst.random_out[8] | 0.35 |
| worst max-delay path | logic_inst.balance[7] | HEX46 | 0.74 |
| worst max register to register | logic_inst.active_bet[1] | logic_inst.balance[2] | 7.60 |
| worst min register to register | rng_inst.random_out[7] | rng_inst.random_out[8] | 0.35 |
sequential cells by signal, indices dropped and copies added (netlist names), 8 cells and up, named ones only:
register	count
driver_inst.rows	8
db_reset.count	20
logic_inst.animation_speed	26
logic_inst.led_timer	26
db_spin.count	20
logic_inst.spin_timer	28
driver_inst.scan_timer	17
rng_inst.random_out	16
logic_inst.leds	10
logic_inst.balance	12
what timing repair did:
action,CTS,global route
endpoints found under the setup margin,0,7
resized,0,1
setup buffers,0,3
metrics by stage:
stage	instances	hold slack (ns)
2_1_floorplan	1834	0.3480
3_3_place_gp	2349	0.3455
3_5_place_dp	2349	0.3422
4_1_cts	2397	0.3587
5_1_grt	2400	0.3618
6_report	2400	0.3548
power by group through the flow:
stage     clock network [mW]  logic [mW]  registers (mW)
4_1_cts                0.825       0.503           0.811
5_1_grt                0.852       0.571           0.813
6_report               0.803       0.502           0.811
No activity file was given, so power comes from the tool's default toggle rates.
